==> flow/design.v <==
`timescale 1ns/1ns
module REGISTER(q, d, clk);
  parameter N = 1;
  output reg [N-1:0] q;
  input [N-1:0]      d;
  input 	     clk;
  initial q = {N{1'b0}};
  always @(posedge clk)
    q <= d;
endmodule  
module REGISTER_CE(q, d, ce, clk);
  parameter N = 1;
  output reg [N-1:0] q;
  input [N-1:0]      d;
  input 	      ce, clk;
  initial q = {N{1'b0}};
  always @(posedge clk)
    if (ce) q <= d;
endmodule  
module REGISTER_R(q, d, rst, clk);
  parameter N = 1;
  parameter INIT = {N{1'b0}};
  output reg [N-1:0] q;
  input [N-1:0]      d;
  input 	      rst, clk;
  initial q = INIT;
  always @(posedge clk)
    if (rst) q <= INIT;
    else q <= d;
endmodule  
module REGISTER_R_CE(q, d, rst, ce, clk);
  parameter N = 1;
  parameter INIT = {N{1'b0}};
  output reg [N-1:0] q;
  input [N-1:0]      d;
  input 	      rst, ce, clk;
  initial q = INIT;
  always @(posedge clk)
    if (rst) q <= INIT;
    else if (ce) q <= d;
endmodule  
module ASYNC_ROM(q, addr);
  parameter DWIDTH = 8;              
  parameter AWIDTH = 8;              
  parameter DEPTH  = (1 << AWIDTH);  
  parameter MIF_HEX = "";
  parameter MIF_BIN = "";
  input  [AWIDTH-1:0] addr;  
  output [DWIDTH-1:0] q;     
  (* rom_style = "distributed" *) reg [DWIDTH-1:0] mem [0:DEPTH-1];
  integer i;
  initial begin
    if (MIF_HEX != "") begin
      $readmemh(MIF_HEX, mem);
    end
    else if (MIF_BIN != "") begin
      $readmemb(MIF_BIN, mem);
    end
    else begin
      for (i = 0; i < DEPTH; i = i + 1) begin
        mem[i] = 0;
      end
    end
  end
  assign q = mem[addr];
endmodule  
module ASYNC_RAM(q, d, addr, we, clk);
  parameter DWIDTH = 8;              
  parameter AWIDTH = 8;              
  parameter DEPTH  = (1 << AWIDTH);  
  parameter MIF_HEX = "";
  parameter MIF_BIN = "";
  input               clk;
  input  [AWIDTH-1:0] addr;  
  input 	            we;    
  input  [DWIDTH-1:0] d;     
  output [DWIDTH-1:0] q;     
  (* ram_style = "distributed" *) reg [DWIDTH-1:0] mem [0:DEPTH-1];
  integer i;
  initial begin
    if (MIF_HEX != "") begin
      $readmemh(MIF_HEX, mem);
    end
    else if (MIF_BIN != "") begin
      $readmemb(MIF_BIN, mem);
    end
    else begin
      for (i = 0; i < DEPTH; i = i + 1) begin
        mem[i] = 0;
      end
    end
  end
  always @(posedge clk) begin
    if (we)
      mem[addr] <= d;
  end
  assign q = mem[addr];
endmodule  
module SYNC_ROM(q, addr, en, clk);
  parameter DWIDTH = 8;              
  parameter AWIDTH = 8;              
  parameter DEPTH  = (1 << AWIDTH);  
  parameter MIF_HEX = "";
  parameter MIF_BIN = "";
  input 	            clk;
  input               en;    
  input  [AWIDTH-1:0] addr;  
  output [DWIDTH-1:0] q;     
  (* rom_style = "block" *) reg [DWIDTH-1:0] mem [0:DEPTH-1];
  integer i;
  initial begin
    if (MIF_HEX != "") begin
      $readmemh(MIF_HEX, mem);
    end
    else if (MIF_BIN != "") begin
      $readmemb(MIF_BIN, mem);
    end
    else begin
      for (i = 0; i < DEPTH; i = i + 1) begin
        mem[i] = 0;
      end
    end
  end
  reg [DWIDTH-1:0] read_data_reg;
  always @(posedge clk) begin
    if (en) begin
      read_data_reg <= mem[addr];
    end
  end
  assign q = read_data_reg;
endmodule  
module SYNC_RAM(q, d, addr, we, en, clk);
  parameter DWIDTH = 8;            
  parameter AWIDTH = 8;            
  parameter DEPTH  = 1 << AWIDTH;  
  parameter MIF_HEX = "";
  parameter MIF_BIN = "";
  input               clk;
  input  [AWIDTH-1:0] addr;  
  input 	            we;    
  input               en;    
  input  [DWIDTH-1:0] d;     
  output [DWIDTH-1:0] q;     
  (* ram_style = "block" *) reg [DWIDTH-1:0] mem [0:DEPTH-1];
  integer i;
  initial begin
    if (MIF_HEX != "") begin
      $readmemh(MIF_HEX, mem);
    end
    else if (MIF_BIN != "") begin
      $readmemb(MIF_BIN, mem);
    end
    else begin
      for (i = 0; i < DEPTH; i = i + 1) begin
        mem[i] = 0;
      end
    end
  end
  reg [DWIDTH-1:0] read_data_reg;
  always @(posedge clk) begin
    if (en) begin
      if (we)
        mem[addr] <= d;
      read_data_reg <= mem[addr];
    end
  end
  assign q = read_data_reg;
endmodule  
module SYNC_ROM_DP(q0, addr0, en0, q1, addr1, en1, clk);
  parameter DWIDTH = 8;              
  parameter AWIDTH = 8;              
  parameter DEPTH  = (1 << AWIDTH);  
  parameter MIF_HEX = "";
  parameter MIF_BIN = "";
  input 	            clk;
  input               en0, en1;      
  input  [AWIDTH-1:0] addr0, addr1;  
  output [DWIDTH-1:0] q0, q1;        
  (* rom_style = "block" *) reg [DWIDTH-1:0] mem [0:DEPTH-1];
  integer i;
  initial begin
    if (MIF_HEX != "") begin
      $readmemh(MIF_HEX, mem);
    end
    else if (MIF_BIN != "") begin
      $readmemb(MIF_BIN, mem);
    end
    else begin
      for (i = 0; i < DEPTH; i = i + 1) begin
        mem[i] = 0;
      end
    end
  end
  reg [DWIDTH-1:0] read_data0_reg;
  reg [DWIDTH-1:0] read_data1_reg;
  always @(posedge clk) begin
    if (en0) begin
      read_data0_reg <= mem[addr0];
    end
  end
  always @(posedge clk) begin
    if (en1) begin
      read_data1_reg <= mem[addr1];
    end
  end
  assign q0 = read_data0_reg;
  assign q1 = read_data1_reg;
endmodule  
module ASYNC_RAM_DP(q0, d0, addr0, we0, q1, d1, addr1, we1, clk);
  parameter DWIDTH = 8;              
  parameter AWIDTH = 8;              
  parameter DEPTH  = (1 << AWIDTH);  
  parameter MIF_HEX = "";
  parameter MIF_BIN = "";
  input               clk;
  input  [AWIDTH-1:0] addr0, addr1;  
  input 	            we0, we1;      
  input  [DWIDTH-1:0] d0, d1;        
  output [DWIDTH-1:0] q0, q1;        
  (* ram_style = "distributed" *) reg [DWIDTH-1:0] mem [0:DEPTH-1];
  integer i;
  initial begin
    if (MIF_HEX != "") begin
      $readmemh(MIF_HEX, mem);
    end
    else if (MIF_BIN != "") begin
      $readmemb(MIF_BIN, mem);
    end
    else begin
      for (i = 0; i < DEPTH; i = i + 1) begin
        mem[i] = 0;
      end
    end
  end
  always @(posedge clk) begin
    if (we0)
      mem[addr0] <= d0;
  end
  always @(posedge clk) begin
    if (we1)
      mem[addr1] <= d1;
  end
  assign q0 = mem[addr0];
  assign q1 = mem[addr1];
endmodule  
module SYNC_RAM_DP(q0, d0, addr0, we0, en0, q1, d1, addr1, we1, en1, clk);
  parameter DWIDTH = 8;              
  parameter AWIDTH = 8;              
  parameter DEPTH  = (1 << AWIDTH);  
  parameter MIF_HEX = "";
  parameter MIF_BIN = "";
  input               clk;
  input  [AWIDTH-1:0] addr0, addr1;  
  input 	            we0, we1;      
  input               en0, en1;      
  input  [DWIDTH-1:0] d0, d1;        
  output [DWIDTH-1:0] q0, q1;        
  (* ram_style = "block" *) reg [DWIDTH-1:0] mem [0:DEPTH-1];
  integer i;
  initial begin
    if (MIF_HEX != "") begin
      $readmemh(MIF_HEX, mem);
    end
    else if (MIF_BIN != "") begin
      $readmemb(MIF_BIN, mem);
    end
    else begin
      for (i = 0; i < DEPTH; i = i + 1) begin
        mem[i] = 0;
      end
    end
  end
  reg [DWIDTH-1:0] read_data0_reg, read_data1_reg;
  always @(posedge clk) begin
    if (en0) begin
      if (we0)
        mem[addr0] <= d0;
      read_data0_reg <= mem[addr0];
    end
  end
  always @(posedge clk) begin
    if (en1) begin
      if (we1)
        mem[addr1] <= d1;
      read_data1_reg <= mem[addr1];
    end
  end
  assign q0 = read_data0_reg;
  assign q1 = read_data1_reg;
endmodule  
module SYNC_RAM_WBE(q, d, addr, en, wbe, clk);
  parameter DWIDTH = 8;              
  parameter AWIDTH = 8;              
  parameter DEPTH  = (1 << AWIDTH);  
  parameter MIF_HEX = "";
  parameter MIF_BIN = "";
  input [DWIDTH-1:0]   d;     
  input [AWIDTH-1:0]   addr;  
  input [DWIDTH/8-1:0] wbe;   
  input en;
  input clk;
  output [DWIDTH-1:0] q;
  (* ram_style = "block" *) reg [DWIDTH-1:0] mem [0:DEPTH-1];
  integer i;
  initial begin
    if (MIF_HEX != "") begin
      $readmemh(MIF_HEX, mem);
    end
    else if (MIF_BIN != "") begin
      $readmemb(MIF_BIN, mem);
    end
    else begin
      for (i = 0; i < DEPTH; i = i + 1) begin
        mem[i] = 0;
      end
    end
  end
  reg [DWIDTH-1:0] read_data_reg;
  always @(posedge clk) begin
    if (en) begin
      for (i = 0; i < DWIDTH/8; i = i+1) begin
        if (wbe[i])
          mem[addr][i*8 +: 8] <= d[i*8 +: 8];
        end
      read_data_reg <= mem[addr];
    end
  end
  assign q = read_data_reg;
endmodule  
module SYNC_RAM_DP_WBE(q0, d0, addr0, en0, wbe0, q1, d1, addr1, en1, wbe1, clk);
  parameter DWIDTH = 8;              
  parameter AWIDTH = 8;              
  parameter DEPTH  = (1 << AWIDTH);  
  parameter MIF_HEX = "";
  parameter MIF_BIN = "";
  input clk;
  input [DWIDTH-1:0]   d0;     
  input [AWIDTH-1:0]   addr0;  
  input [DWIDTH/8-1:0] wbe0;   
  input                en0;
  output [DWIDTH-1:0]  q0;
  input [DWIDTH-1:0]   d1;     
  input [AWIDTH-1:0]   addr1;  
  input [DWIDTH/8-1:0] wbe1;   
  input                en1;
  output [DWIDTH-1:0]  q1;
  (* ram_style = "block" *) reg [DWIDTH-1:0] mem [0:DEPTH-1];
  integer i;
  initial begin
    if (MIF_HEX != "") begin
      $readmemh(MIF_HEX, mem);
    end
    else if (MIF_BIN != "") begin
      $readmemb(MIF_BIN, mem);
    end
    else begin
      for (i = 0; i < DEPTH; i = i + 1) begin
        mem[i] = 0;
      end
    end
  end
  reg [DWIDTH-1:0] read_data0_reg;
  reg [DWIDTH-1:0] read_data1_reg;
  always @(posedge clk) begin
    if (en0) begin
      for (i = 0; i < 4; i = i+1) begin
        if (wbe0[i])
          mem[addr0][i*8 +: 8] <= d0[i*8 +: 8];
      end
      read_data0_reg <= mem[addr0];
    end
  end
  always @(posedge clk) begin
    if (en1) begin
      for (i = 0; i < 4; i = i+1) begin
        if (wbe1[i])
          mem[addr1][i*8 +: 8] <= d1[i*8 +: 8];
        end
      read_data1_reg <= mem[addr1];
    end
  end
  assign q0 = read_data0_reg;
  assign q1 = read_data1_reg;
endmodule  
module ASYNC_RAM_1W2R(d0, addr0, we0, q1, addr1, q2, addr2, clk);
  parameter DWIDTH = 8;   
  parameter AWIDTH = 8;   
  parameter DEPTH = 256;  
  parameter MIF_HEX = "";
  parameter MIF_BIN = "";
  input clk;
  input [DWIDTH-1:0] d0;     
  input [AWIDTH-1:0] addr0;  
  input              we0;    
  input [AWIDTH-1:0] addr1;  
  output [DWIDTH-1:0] q1;
  input [AWIDTH-1:0] addr2;  
  output [DWIDTH-1:0] q2;
  (* ram_style = "distributed" *) reg [DWIDTH-1:0] mem [0:DEPTH-1];
  integer i;
  initial begin
    if (MIF_HEX != "") begin
      $readmemh(MIF_HEX, mem);
    end
    else if (MIF_BIN != "") begin
      $readmemb(MIF_BIN, mem);
    end
    else begin
      for (i = 0; i < DEPTH; i = i + 1) begin
        mem[i] = 0;
      end
    end
  end
  always @(posedge clk) begin
    if (we0)
      mem[addr0] <= d0;
  end
  assign q1 = mem[addr1];
  assign q2 = mem[addr2];
endmodule  
==> flow/run.sh <==
#!/bin/bash
# OpenROAD 26Q1-2900-gdf79404cd8, Yosys 0.63+post, stock flow scripts
make -C /OpenROAD-flow-scripts/flow DESIGN_CONFIG=/design/flow/config.mk WORK_HOME=/design/flow/orfs finish
==> flow/config.mk <==
export PLATFORM = sky130hd
export DESIGN_NAME = ASYNC_RAM_DP
export DESIGN_NICKNAME = ASYNC_RAM_DP
export VERILOG_FILES = /design/flow/design.v
export SDC_FILE = /design/flow/constraint.sdc
export NUM_CORES = 4
export LEC_CHECK = 1
export CORE_UTILIZATION = 40
==> flow/constraint.sdc <==
current_design ASYNC_RAM_DP

set clk_period 30.0
set clk_io_pct 0.2

create_clock -name clk0 -period $clk_period [get_ports {clk}]

set non_clock_inputs [all_inputs -no_clocks]
set_input_delay [expr $clk_period * $clk_io_pct] -clock clk0 $non_clock_inputs
set_output_delay [expr $clk_period * $clk_io_pct] -clock clk0 [all_outputs]
==> impl_metrics.ini <==
; synthesis and place-and-route metrics
[logic_synthesis]
area_leaders = edfxtp_1 (51%), mux4_2 (19%), mux2_2 (19%)
synth_top_cell_by_area = edfxtp_1
most_common_cell = edfxtp_1
netlist_top_cells_count = edfxtp_1 (2,048), mux2_2 (2,027), mux4_2 (1,024), clkbuf_1 (723), a22oi_1 (512)
synth.avg_cell_area_um2 = 16.00
synth_cell_types = 34
postSynthSeqShare = 0.5078
ys_cells = 7569
top_cell_area_share = 0.5078
synth_area_um2 = 121100
synthCells = 7569
yosys_warnings = 1
ys_chip_area_um2 = 121100
synth_flops = 2048
async_flop_share = 0
enable_flop_cells = 2048
ff_type = edfxtp_1

[global_route]
grt_pass1_vias = 82650
grt_pass1_wl_um = 634500
grt_use_total = 0.3182
overflow = 0
grt_start_max_net_pins = 104
antenna_found_initial = 19

[detailed_routing]
route.final.wire_length_um = 450200
wl_per_cell_um = 38.85
ant_nets = 0
drc = 0
viasPerCell = 6.702
vias = 77670
dr.pass1.iters = 6
drt-initial-drc-count = 5664

[final_layout]
drive_above_1_share = 0.5438
seqCellArea_um2 = 61500
n_fill_cell = 25690
largest_reg_flops = 2048
final_cells = 11590
syn2layout_area_growth_pct = 10.86
finalInstanceArea_um2 = 134200
top_regs = mem x2048
comb_area_um2 = 55870
regMostFlops = mem

[setup_path]
critPathCaptureType = primary output
critPathMaxFanout = 64
required_ns = 24.00
crit_path_start_kind = primary input
path_cells = buf_8 > buf_12 > buf_4 > buf_4 > buf_4 > mux4_2 > a22oi_1 > a21oi_1 > o41ai_1 > buf_4 > nand4_1 > clkdlybuf4s50_1
crit_path_top_delay_cell = o41ai_1
critical_path.top_delay_family = buffers and inverters
crit_buf_inv = 7
arrival_ns = 12.92
slowest_delay_ns = 1.31
cpMostUsedCell = buf_4
setup.worst_path.start = addr1[0]
criticalPathCategory = primary input to primary output

[clock_network]
clockBufferDepth = 4
clk_pin_slew_ns = 0.06
h-tree-depth = 4
cts_hold_buf = 0
postCtsSetupRepairBufs = 0
cts_buffers = 232
cts.sinks = 2048
cts_tree = yes
ctsResizeCount = 0
clockRootBuffer = clkbuf_16

[timing]
rsz0062_at_grt = no
fmax_mhz = 52.86
setup_ws_ns = 11.08
slew_headroom = -0.01626
period_used_share = 0.6306
tightestPinTransition_ns = 1.505
layout_min_cycle_time_ns = 18.92
tns_ns = 0
hold_slack_ns = 5.655
maxSlewViolCount = 2
setup_violations = 0
finalHoldViolCount = 0

[power_and_ir_drop]
p_int_uw = 5053
seq_power_share = 0.469
pwr-share-clk = 0.418
vdd_drop_max_mv = 0.05421
power_density_nw_per_um2 = 50.26
switching_share = 0.2511
p_sw_uw = 1694
pwr-share-comb = 0.113
p_leak_uw = 0.04128

[run_status]
status = finished with violations
violations = capacitance limit, slew limit

[placed_design]
placed_area_um2 = 126900
numPortBuffers = 50
post-place-ws_ns = 11.32
dp.cells = 11140
dp.final_hpwl_um = 282100
gp_congestion = 1.018

[floorplanning]
fp.dieW_um = 552.2
core_util_floorplan = 0.4030
fp.dieH_um = 552.2
rows = 201
ioPinCount = 51
dieArea_um2 = 305000
fp.coreArea_um2 = 300500

[job]
max_cap_violations = 1
warnings = 38

[min_path]
hp-class = primary input to flip-flop
min_from = d1[3]
[layout make-up]
type | instances | area share
Sequential cell | 2048 | 0.4581
Multi-Input combinational cell | 4573 | 0.4161
Clock buffer | 284 | 0.04470
Tap cell | 3958 | 0.03689
Timing Repair Buffer | 557 | 0.03394
Clock inverter | 136 | 0.009628
Antenna cell | 32 | 0.0005965
[cell usage in the layout (no fill, tap or decap), types with 5 or more instances in the layout]
cell	synthesis	routed
nand4_1	16	16
buf_8	0	20
nand2_2	50	68
nor2_4	13	15
mux2_2	2027	2027
nor2_2	120	120
nand2_4	0	6
nand3_1	13	10
o22ai_1	160	160
a22oi_1	512	512
a21oi_1	256	256
o21ai_0	96	96
clkbuf_16	0	232
clkbuf_1	723	52
mux4_2	1024	1024
mux2_1	21	21
edfxtp_1	2048	2048
buf_12	0	12
nor2_1	49	47
and2_1	7	5
o41ai_1	62	54
buf_4	38	495
clkdlybuf4s50_1	0	30
clkinv_2	0	42
o41ai_2	2	10
clkinv_1	0	58
nor2b_1	16	11
bufinv_16	0	21
inv_16	0	5
diode_2	0	32
nand2_1	103	79
[path summary, 6_finish.rpt]
check                endpoint  depth (start not counted)
setup / recovery        q1[1]                         12
hold / removal    mem[233][3]                          2
[per-stage QoR]
step                      utilization  total power [uW]
after floorplan                     -              3695
after global placement         0.4221              3962
after detailed placement       0.4221              3969
after CTS                      0.4464              6766
after global routing           0.4466              6907
final                          0.4467              6747
[routing by layer]
| layer | routed length, um | part of all wire | track usage | up-vias |
|---|---|---|---|---|
| li1 | - | - | - | 31200 |
| met1 | 147200 | 0.33 | 0.3804 | 40060 |
| met2 | 203100 | 0.45 | 0.4523 | 5317 |
| met3 | 70490 | 0.16 | 0.2076 | 1038 |
| met4 | 28060 | 0.062 | 0.1522 | 51 |
| met5 | 1366 | 0.0030 | 0.03266 | - |
[cell families (layout without fill, tap and decap cells)]
| group | after synthesis | count (layout) | share of synthesized area |
|---|---|---|---|
| mux | 3072 | 3072 | 0.3809 |
| flops | 2048 | 2048 | 0.5078 |
| other cells | 0 | 32 | 0 |
| compound gates | 1088 | 1088 | 0.05931 |
| simple gates | 413 | 413 | 0.01884 |
| buf+inv | 948 | 977 | 0.03314 |
[power by group through the flow]
stage / logic (uW) / registers (uW) / clock network [uW]
CTS: 746 / 3170 / 2850
global route: 788 / 3170 / 2950
finish: 761 / 3170 / 2820
Power is estimated from default activity; no workload was simulated.
